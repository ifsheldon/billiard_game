$ cat /design/flow/run.sh
#!/bin/bash
# OpenROAD 26Q1-2900-gdf79404cd8, Yosys 0.63+post, stock flow scripts
make -C /OpenROAD-flow-scripts/flow DESIGN_CONFIG=/design/flow/config.mk WORK_HOME=/design/flow/orfs finish
$ cat /design/flow/config.mk
export PLATFORM = sky130hd
export DESIGN_NAME = sSeg
export DESIGN_NICKNAME = sSeg
export VERILOG_FILES = /design/flow/design.v
export SDC_FILE = /design/flow/constraint.sdc
export NUM_CORES = 4
export LEC_CHECK = 1
export CORE_UTILIZATION = 30
$ cat /design/flow/constraint.sdc
current_design sSeg

set clk_period 19.9
set clk_io_pct 0.2

create_clock -name clk0 -period $clk_period [get_ports {clk}]

set non_clock_inputs [all_inputs -no_clocks]
set_input_delay [expr $clk_period * $clk_io_pct] -clock clk0 $non_clock_inputs
set_output_delay [expr $clk_period * $clk_io_pct] -clock clk0 [all_outputs]
$ cat /design/flow/design.v
module sSeg(
        input clk,
        input [11:0] numx, numy,
        output a, b, c, d, e, f, g,
        output reg [7:0] an
    );
    wire led_clk;
    reg [3:0] dig_sel;
    reg [2:0] led_index = 3'd0;
    reg [3:0] dig7, dig6, dig5, dig4, dig3, dig2, dig1, dig0;
    always @(posedge clk) begin
        dig7 <= numx / 1000;
        dig6 <= (numx % 1000)/100;
        dig5 <= ((numx % 1000)%100)/10; 
        dig4 <= ((numx % 1000)%100)%10;
        dig3 <= numy / 1000;
        dig2 <= (numy % 1000)/100;
        dig1 <= ((numy % 1000)%100)/10; 
        dig0 <= ((numy % 1000)%100)%10;
    end
    reg [28:0] clk_count = 11'd0;
    always @(posedge clk)
        clk_count <= clk_count + 1'b1;
    assign led_clk = clk_count[16];
    always@(posedge led_clk)
        led_index <= led_index + 1'b1;
    always@*
    begin   
        an = 8'b11111111;
        an[led_index] = 1'b0;
        case (led_index)
            3'd0: dig_sel = dig0;
            3'd1: dig_sel = dig1;
            3'd2: dig_sel = dig2;
            3'd3: dig_sel = dig3;
            3'd4: dig_sel = dig4;
            3'd5: dig_sel = dig5;
            3'd6: dig_sel = dig6;
            3'd7: dig_sel = dig7;
        endcase     
    end
    sevenseg M1 (.num(dig_sel), .a(a), .b(b), .c(c), .d(d), .e(e), .f(f), .g(g));
endmodule
`timescale 1ns / 1ps
module sevenseg(
    input [3:0] num,
    output a,
    output b,
    output c,
    output d,
    output e,
    output f,
    output g
    );
    reg [6:0] intseg;
    assign {a,b,c,d,e,f,g} = ~intseg;
    always@*
    begin
        case(num)
            4'h0: intseg = 7'b1111110;
            4'h1: intseg = 7'b0110000;
            4'h2: intseg = 7'b1101101;
            4'h3: intseg = 7'b1111001;
            4'h4: intseg = 7'b0110011;
            4'h5: intseg = 7'b1011011;
            4'h6: intseg = 7'b1011111;
            4'h7: intseg = 7'b1110000;
            4'h8: intseg = 7'b1111111;
            4'h9: intseg = 7'b1111011;
            4'ha: intseg = 7'b1110111;
            4'hb: intseg = 7'b0011111;
            4'hc: intseg = 7'b1001110;
            4'hd: intseg = 7'b0111101;
            4'he: intseg = 7'b1001111;
            4'hf: intseg = 7'b1000111;
        endcase
    end
endmodule
==> run summary <==
fresh numbers from the pnr run: Critical Path Start Type=input pin, post_cts resized=0, Avg Synthesized Cell Area=7.730 um^2, count of final hold-check violations=0, capturing element type of the critical path=flop, total congestion overflow after global routing=0, signed area change from the synthesized netlist to the final layout=11.83%, largest fanout of any net on the critical path=15, Gate Count Post-Synth=729, total detailed-routing wirelength=13.37 mm, power per standard cell area=95.13 mW/mm^2, maximum number of pins on one net before global-route repair=17, crit path kind=input pin to flop, global routing usage summed across all routing layers=0.1396, number of design rule violations left after detail routing=0, average vias per placed instance=5.617, number of synthesized flops with an enable pin=0, die x size=139.1 um, Chip Area, Yosys=0.005635 mm^2, max cap viols=0, slowest stage delay, CP=0.76 ns, peak ir drop on the vdd network=0.04511 mV, number of levels the H-tree was split into=2, library cells used by synthesis=107, Die Area=0.01934 mm^2, worst slew slack as a fraction of its limit=0.3508, total number of yosys warnings=2, Crit path arrival time=11.35 ns, detailed placement HPWL=10.48 mm, unrepaired setup endpoints after global routing=false, area share, top type=0.1776, fraction of met2 tracks used by global routing=0.2116, cell type of the slowest stage on the worst timing path=sky130_fd_sc_hd__mux2i_1, die height=139.1 um, total CTS buffers=5, clock-pin slew of the registers on the worst-case setup and hold paths=0.06 ns, pin slew with the least headroom to its limit=0.9467 ns, number of OpenROAD warnings=35, Detailed Route Iter0 Violations=291, most instantiated library cell after synthesis=sky130_fd_sc_hd__nand2_1, top_reg_cell synth=sky130_fd_sc_hd__dfxtp_1, data required time at the worst endpoint=20.08 ns, sequential cell area in the final layout=0.001001 mm^2, leakage component of the power=2.391 nW, Final setup viols=0, number of unconstrained endpoints=11, Final Cycle Share=0.5614, number of filler instances in the final layout=1915, TritonCTS clock tree=done, final-layout setup total negative slack=0 ns, root cell of the clock tree=sky130_fd_sc_hd__clkbuf_16, final tally of max-slew violations=0, met1 Resource Use GR=0.2255, remaining number of nets flagged by the antenna check after routing=0, layer with the highest usage=met1, number of global-route vias before repair=4772, clock insertion delay at the later pin of the skew report=0.28 ns, number of iterations in the first detailed-routing pass=21, Synth Register Bits=50, number of buffers inserted by port buffering=39, Critical path buffers and inverters=1, share of post-route cells with drive strength above 1=0.1052, I/O pin count=40, Critical Path, Cell by Cell=clkdlybuf4s50_1 -> nor2_1 -> nor2_1 -> ha_1 -> nand2b_1 -> o31ai_1 -> a21o_1 -> a311oi_4 -> nand3b_1 -> mux2i_1 -> nand2_1 -> mux2i_1 -> nand4_1 -> and2_1 -> maj3_4 -> o21ai_4 -> mux2_4 -> nor4b_4 -> nand4b_4 -> or4_4 -> and3_1 -> a22o_1 -> a22o_1, global-route wire length before repair=23.02 mm, number of inserted diodes=0, post-layout total power=0.5995 mW, post-synthesis cell type with the largest combined area=sky130_fd_sc_hd__dfxtp_1, Rows=49, post-DR wirelength/cell=13.64 um, proportion of synthesized flip-flops having asynchronous set or reset=0, register pins left without a clock=3, ys cells=729, clock tree skew after final layout=0.004519 ns, achievable frequency=89.51 MHz, number of buffers on the longest clock path=2, fraction of the core area occupied by cells at floorplan=0.3095, Mapped Area=0.005635 mm^2, number of buffers inserted for hold repair after clock tree synthesis=0, Post-CTS Setup Bufs=0, count of vias placed by the detailed router=5505, run status=finished, final reports clean, placer's final routability congestion estimate=0.9114, combined area of the multi-input logic cells=0.004312 mm^2, M3 GR Usage=0.01302, Hold WC Path Type=flop to flop, top cells by instance count after synthesis=sky130_fd_sc_hd__nand2_1, sky130_fd_sc_hd__nor2_1, sky130_fd_sc_hd__dfxtp_1, sky130_fd_sc_hd__nand3_1, sky130_fd_sc_hd__a21oi_1, min Tclk post-route=11.17 ns, Area contributors post-synth=sky130_fd_sc_hd__dfxtp_1, sky130_fd_sc_hd__nand2_1, sky130_fd_sc_hd__nor2_1, delay-heaviest family, CP=simple AND/OR/NAND/NOR gates, Seq/Total Area, Yosys=0.1776, area inside the core boundary=0.01821 mm^2, initial antenna violation count=0
## worst register-to-register path: cells and delay by family (launching register included)
| kind | cells | cell delay, ns |
|---|---|---|
| XOR/XNOR | 1 | 0.13 |
| flip-flops | 1 | 0.37 |
| AND/OR/NAND/NOR | 5 | 0.90 |
## where the power goes
part	internal [mW]	total [mW]	switching [mW]	leakage (nW)
combinational	0.162	0.381	0.219	1.89
clock	0.0631	0.0967	0.0337	0.0875
sequential	0.116	0.122	0.00609	0.413
total	0.341	0.600	0.258	2.39
## per-stage QoR
| step | utilization | instances | instance area [um^2] | hold slack, ns | setup WS [ns] |
|---|---|---|---|---|---|
| after floorplan | - | 729 | 5635 | 0.4057 | 10.37 |
| after global placement | 0.3364 | 972 | 6125 | 0.4369 | 8.497 |
| after detailed placement | 0.3364 | 972 | 6125 | 0.4391 | 8.541 |
| after CTS | 0.3461 | 980 | 6302 | 0.4564 | 8.823 |
| after global routing | 0.3461 | 980 | 6302 | 0.4745 | 8.157 |
| final | 0.3461 | 980 | 6302 | 0.4478 | 8.728 |
## metal layers
layer,wire length [um],vias to the layer above
met5,0,-
met1,7086,2551
met3,549,2
met2,5712,119
met4,17,0
li1,-,2833
## worst paths after layout
check | slack (ns) | start | cells past startpoint | to
max | 8.73 | numx[5] | 23 | dig4[3]
min reg2reg | 0.45 | clk_count[0] | 1 | clk_count[0]
min | 0.45 | clk_count[0] | 1 | clk_count[0]
max reg2reg | 18.38 | clk_count[2] | 6 | clk_count[11]
## area by class of cell
| type | instances | share of cell area |
|---|---|---|
| Inverter | 32 | 0.01906 |
| Multi-Input combinational cell | 620 | 0.6841 |
| Sequential cell | 50 | 0.1588 |
| Tap cell | 229 | 0.04546 |
| Timing Repair Buffer | 41 | 0.06432 |
| Clock inverter | 2 | 0.006154 |
| Clock buffer | 6 | 0.02204 |
## layout by cell type (no fill, tap or decap), drive strengths merged, types with 6 or more instances in the layout
cell,Yosys,layout
a221oi,7,7
and2,10,10
or4,6,6
xnor2,23,23
inv,32,33
nand2,75,75
ha,17,17
a21oi,33,33
xor2,9,9
o31ai,6,6
o211ai,17,17
and3,20,20
nand3,38,38
nor4,8,8
mux2i,18,18
or3,8,8
nor3,26,26
mux2,13,13
o21a,6,6
nand2b,11,11
a211oi,9,9
o22ai,8,8
clkbuf,11,6
clkdlybuf4s50,0,39
o21ai,36,36
or2,10,10
a311oi,8,8
dfxtp,50,50
a31oi,8,8
nor2b,7,7
nand4,14,14
a21o,6,6
nor2,60,60
## sequential cells by signal (all words and copies together) (netlist names)
signal     flops
clk_count     17
dig0           4
dig1           4
dig2           4
dig4           4
dig5           4
dig6           4
dig3           3
dig7           3
led_index      3
## logic make-up after synthesis
logic type,Yosys count,synth area share
AOI/OAI and AO/OA,218,0.3015
xor gates and xnor gates,32,0.05107
adders and majority gates,20,0.04374
buffers and inverters,59,0.05728
DFF,50,0.1776
muxes,31,0.05995
and+or+nand+nor,319,0.3088
Power is estimated from default activity; no workload was simulated.
